$ cat /design/flow/design.v
module salem(
    input              clk      ,
    input              rstn     ,
    input [4:0]        swb      ,
    input [4:0]        mty      , 
    input              get      , 
    output reg         alarm    , 
    output reg [7:0]   gm_c     ,
    output reg [7:0]   im_c     ,
    output reg [7:0]   res_c    ,
    output[7:0]        dbg_good_price
);
    reg [5:0]       residue     ;
    wire [7:0]      item[0:19]  ;
    reg [2:0]       cst         ;
    reg [2:0]       nst         ;
    reg [4:0]       cnt         ; 
    parameter  IDLE         = 3'b000;
    parameter  GMONEY       = 3'b001;
    parameter  SHOPPING     = 3'b010;
    parameter  BACK         = 3'b100;
    parameter  RETURN       = 3'b111;  
    assign item[0]         = 8'h01;
    assign item[1]         = 8'h02;
    assign item[2]         = 8'h02;
    assign item[3]         = 8'h03;
    assign item[4]         = 8'h03;
    assign item[5]         = 8'h04;
    assign item[6]         = 8'h08;
    assign item[7]         = 8'h09;
    assign item[8]         = 8'h12;
    assign item[9]         = 8'h18;
    assign item[10]         = 8'h10;
    assign item[11]         = 8'h10;
    assign item[12]         = 8'h12;
    assign item[13]         = 8'h12;
    assign item[14]         = 8'h15;
    assign item[15]         = 8'h15;
    assign item[16]         = 8'h20;
    assign item[17]         = 8'h25;
    assign item[18]         = 8'h30;
    assign item[19]         = 8'h30;
    assign dbg_good_price = item[swb];
    always @(posedge clk or negedge rstn) begin
        if(rstn == 1'b0)
            gm_c      <=  8'h00   ;
        else if(swb < 5'd10)
            gm_c      <=  {3'b000,swb}     ;
        else if(swb < 5'd20) begin 
            gm_c[3:0]      <=  swb - 5'd10 ;
            gm_c[7:4]      <=  4'h1;
        end 
    end
    always @(posedge clk or negedge rstn) begin
        if(rstn == 1'b0)
            im_c      <=  8'h00   ;
        else begin case (mty)
                5'h1    :       im_c      <=  8'h01   ;
                5'h2    :       im_c      <=  8'h05   ;
                5'h4    :       im_c      <=  8'h10   ;
                5'h8    :       im_c      <=  8'h20   ;
                5'h10   :       im_c      <=  8'h50   ;
                default :       im_c      <=  8'h00   ;
             endcase
        end  
    end
    always @(posedge clk or negedge rstn) begin
        if(rstn == 1'b0)
            cst     <=  IDLE;
        else 
            cst     <=  nst;
    end
    always @(posedge clk or negedge rstn) begin
        if(rstn == 1'b0) begin 
            residue     <= 8'h00;
            res_c       <= 'd0;
            nst         <= IDLE ;   
        end else case(cst)
            IDLE:
                if(mty == 5'h00)
                    nst     <=   IDLE;
                else 
                    nst     <=    GMONEY;
            GMONEY: 
                if(im_c > item[swb] || im_c == item[swb]) 
                    nst     <=    SHOPPING;
                else
                    nst     <=   RETURN;  
            SHOPPING:begin if(im_c > item[swb] || im_c == item[swb]) 
                                residue <=  (im_c[7:4] -item[swb][7:4])*4'ha + im_c[3:0] - item[swb][3:0];
                    nst     <=   BACK;
            end                              
            BACK:   begin 
                        if(residue < 5'd10)
                            res_c      <=  residue     ;
                        else if(residue < 5'd20) begin 
                            res_c[3:0]      <=  residue - 5'd10 ;
                            res_c[7:4]      <=  4'h1;
                        end  else if(residue < 5'd30)begin 
                            res_c[3:0]      <=  residue - 5'd20 ;
                            res_c[7:4]      <=  4'h2;
                        end  else if(residue < 5'd40)begin 
                            res_c[3:0]      <=  residue - 5'd30 ;
                            res_c[7:4]      <=  4'h3;
                        end  else if(residue < 5'd50)begin 
                            res_c[3:0]      <=  residue - 5'd40 ;
                            res_c[7:4]      <=  4'h4;
                        end 
                    nst     <=   IDLE;
            end
            RETURN:   begin 
                       if(get) begin 
                        res_c   <= 8'h00   ;
                        nst     <= IDLE  ;
                       end else begin 
                            res_c   <=  im_c    ;
                            nst     <=  GMONEY  ;
                        end 
            end  
        endcase
    end
    always @(posedge clk or negedge rstn) begin
        if(rstn == 1'b0) 
            cnt <= 5'd19;
        else if(cst == SHOPPING && nst == BACK)
            cnt <= cnt - 1'b1;
    end
     always @(posedge clk or negedge rstn) begin
        if(rstn == 1'b0) 
            alarm   <=  1'b0;
        else if(cnt < 5'd5)
            alarm   <= 1'b1;
        else 
            alarm   <=  1'b0;
    end
endmodule 
module bcd2seg(SW,SEG);
  input [3:0]               SW;
  output reg[6:0]           SEG;
  parameter	cd0	= 7'b1000000,
            cd1	= 7'b1111001,
            cd2	= 7'b0100100,
            cd3	= 7'b0110000,
            cd4	= 7'b0011001,
            cd5	= 7'b0010010,
            cd6	= 7'b0000010,
            cd7	= 7'b1111000,
            cd8	= 7'b0000000,
            cd9	= 7'b0010000,
            cda	= 7'b0001000,
            cdb	= 7'b0000011,
            cdc	= 7'b1000110,
            cdd	= 7'b0100001,
            cde	= 7'b0000110,
            cdf	= 7'b0001110;
  always @(*)
  case(SW[3:0])
    4'h0: SEG[6:0] = cd0;
    4'h1: SEG[6:0] = cd1;
    4'h2: SEG[6:0] = cd2;
    4'h3: SEG[6:0] = cd3;
    4'h4: SEG[6:0] = cd4;
    4'h5: SEG[6:0] = cd5;
    4'h6: SEG[6:0] = cd6;
    4'h7: SEG[6:0] = cd7;
    4'h8: SEG[6:0] = cd8;
    4'h9: SEG[6:0] = cd9;
    4'ha: SEG[6:0] = cda;
    4'hb: SEG[6:0] = cdb;
    4'hc: SEG[6:0] = cdc;
    4'hd: SEG[6:0] = cdd;
    4'he: SEG[6:0] = cde;
    4'hf: SEG[6:0] = cdf;
    default:SEG[6:0] = cd0;
  endcase
endmodule
$ cat /design/flow/run.sh
#!/bin/bash
# OpenROAD 26Q1-2900-gdf79404cd8, Yosys 0.63+post, stock flow scripts
make -C /OpenROAD-flow-scripts/flow DESIGN_CONFIG=/design/flow/config.mk WORK_HOME=/design/flow/orfs finish
$ cat /design/flow/config.mk
export PLATFORM = sky130hd
export DESIGN_NAME = bcd2seg
export DESIGN_NICKNAME = bcd2seg
export VERILOG_FILES = /design/flow/design.v
export SDC_FILE = /design/flow/constraint.sdc
export NUM_CORES = 4
export LEC_CHECK = 1
export CORE_AREA = 10 10 70 70
export DIE_AREA = 0 0 80 80
$ cat /design/flow/constraint.sdc
current_design bcd2seg

set clk_period 1.4
set clk_io_pct 0.2

create_clock -name clk0 -period $clk_period

set non_clock_inputs [all_inputs -no_clocks]
set_input_delay [expr $clk_period * $clk_io_pct] -clock clk0 $non_clock_inputs
set_output_delay [expr $clk_period * $clk_io_pct] -clock clk0 [all_outputs]
==> reports/metrics.cfg <==
[synthesis]
yosys_warnings=4
yosysSeqAreaShare_pct=0
syn_area_per_cell_um2=8.60
yosysUniqueCellTypes=15
ys_area_um2=275
ys_cells=32
synth_area_um2=275
synth_cells=32

[power_and_ir_drop]
intPower_uw=103
power.density_nw_per_um2=263
power_frac_seq_pct=0
power.leakage_uw=0.000294
switching_share_pct=39.4
clockPowerShare_pct=0
power_switching_uw=67.2
peakVddDrop_uv=37.6
combPwrFrac_pct=100.0

[min_path]
hold_path_class=in2out
hold_depth=4
worstHoldStart=SW[3]
worst_hold_path.endpoint=SEG[2]

[sta]
setup_viol=3
worstMarginPinSlew_ns=0.129
rsz0062_at_grt=yes
relSlewSlack_pct=91.1
fmax_mhz=625
hold_viol_final=0
slew_viol_final=0
period_used_pct=114
finalWorstSetupSlack_ns=-0.200
worst_hold_slack_ns=0.990
period_needed_ns=1.60

[outcome]
violations=setup timing
status=finished with violations

[critical_path]
crit_path_max_fanout=4
cp.depth=7
worst-setup-path-type=in2out
slowest_delay_ns=0.35
critical-path-slowest-cell=or3b_1
worstPathArrival_ns=1.32
cp_data_required_time_ns=1.12
critPathTopFamily=simple AND/OR/NAND/NOR gates
critPathLaunch=SW[1]
end_kind=output port
critPathBufInv=3
path_cells=buf_8, inv_8, ha_4, and2b_2, or3b_1, o21ai_1, buf_2
cp-start-kind=input port

[job]
cap_violations=0
tool_warnings=40

[grt]
grt_pass1_wl_mm=1.49
grt_max_degree=6
grt-ovfl-total=0
grt_pass1_vias=344
grt.total_usage_pct=2.68
antenna_found_initial=0

[final_layout]
final_cells=105
clock_buffers=0
drive_gt1_share_pct=69.5
syn2layout_area_growth_pct=135
ff_count=0
regArea_um2=0
finish.utilization_pct=19.0

[placement]
dp_hpwl_um=599
placed_cells=98
dp_slack_ns=-1.04
place.gp.congestion=0.741
port_buffers=11

[die]
die_w_um=80
placeableCoreArea_um2=3420
rows=21
io_pins=11
fp_util_pct=8.06
chip_area_um2=6400
die_y_um=80

[drt]
viasPerCell=3.31
drt-pass1-iter-count=4
drcViolationCount=0
wl_per_cell_um=9.58
drt_iter0_drc=3
wl_mm=1.01
ant_nets=0
vias=348
antenna-diode-count=0

[clock_tree]
ctsHoldBuffers=0

## logic make-up after synthesis
logic type / Yosys count / share of synthesized area [%]
AND-OR/OR-AND: 6 / 15.5
adder cells (fa/ha/maj): 7 / 31.8
buffers and inverters: 5 / 10.0
multiplexers: 6 / 28.2
AND/OR/NAND/NOR: 8 / 14.5
## power groups by stage
stage | Combinational [uW] | Clock, uW | Sequential [uW]
6_report | 171 | 0 | 0
5_1_grt | 187 | 0 | 0
4_1_cts | 147 | 0 | 0
## per-stage QoR
step | setup TNS [ns] | cell area, um2 | power (uW)
global route | -0.631 | 648 | 187
floorplan | 0 | 278 | 52.4
CTS | -0.665 | 596 | 147
global placement | -6.20 | 512 | 133
finish | -0.466 | 648 | 171
detailed placement | -6.17 | 512 | 133
## final cells by class
class,instances,area [um2]
multi-input combinational,27,315
timing repair buffer,29,249
fill,370,2770
tap,46,57.6
inverter,3,26.3
## Yosys cell counts
cell | count | share of area (%)
nand2_1 | 1 | 1.4
buf_2 | 1 | 1.8
mux2i_1 | 4 | 15
ha_1 | 7 | 32
a32o_1 | 1 | 3.6
mux4_1 | 1 | 9.5
o21ai_0 | 2 | 3.6
mux2_2 | 1 | 4.1
a21oi_1 | 1 | 1.8
nor2_1 | 5 | 6.8
buf_6 | 1 | 4.1
and2b_2 | 1 | 3.2
inv_1 | 3 | 4.1
or3b_1 | 1 | 3.2
a22o_1 | 2 | 6.4
## what timing repair did
item / in CTS / in global routing
endpoints found under the setup margin: 7 / 7
setup buffers: 3 / 3
pin swaps: 7 / 7
gates cloned: 1 / 0
gates resized: 59 / 12
## worst max-delay path by stage
stage	endpoint
after CTS	SEG[0]
after global routing	SEG[0]
final	SEG[0]
## metal layers
metal | part of all wire (%) | vias up | wire [um] | GRT usage, %
met4 | 0 | 0 | 0 | 0
met2 | 51 | 13 | 513 | 5.38
met3 | 7.8 | 0 | 78 | 0.568
met5 | 0 | - | 0 | 0
li1 | - | 168 | - | -
met1 | 41 | 167 | 415 | 2.91
## layout by cell type, fill, tap and decap left out
cell           instances
buf_6                  6
mux2_4                 1
ha_2                   1
buf_2                  7
buf_8                  2
o21ai_1                2
mux2i_1                4
nor2_2                 1
dlygate4sd2_1          1
inv_2                  1
or3b_1                 1
clkbuf_2               1
and2b_2                1
a22o_1                 2
inv_8                  2
a32o_1                 1
buf_12                 1
ha_1                   1
ha_4                   5
buf_4                 11
nand2_1                1
a21oi_1                1
nor2_1                 4
mux4_2                 1
Power and IR drop assume default switching activity.
