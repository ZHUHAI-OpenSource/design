### ./config.mk
export PLATFORM = sky130hd
export DESIGN_NAME = vga0
export DESIGN_NICKNAME = vga0
export VERILOG_FILES = /design/flow/design.v
export SDC_FILE = /design/flow/constraint.sdc
export NUM_CORES = 4
export LEC_CHECK = 1
export CORE_UTILIZATION = 40
### ./constraint.sdc
current_design vga0

set clk_period 2.3
set clk_io_pct 0.2

create_clock -name clk0 -period $clk_period [get_ports {vga_clk}]

set non_clock_inputs [all_inputs -no_clocks]
set_input_delay [expr $clk_period * $clk_io_pct] -clock clk0 $non_clock_inputs
set_output_delay [expr $clk_period * $clk_io_pct] -clock clk0 [all_outputs]
### ./design.v
module vga0 
(
	input 			vga_clk,
	input 			rst_n,
	output 			vga_hs,
	output 			vga_vs,
	output[4:0] 	vga_red,
	output[5:0] 	vga_green,
	output[4:0] 	vga_blue
);
	parameter H_SYNC   =  12;  
	parameter H_BACK   =  40  ;
	parameter H_ACTIVE =  1920;  
	parameter H_FRONT  =  28 ; 
	parameter V_SYNC   =  4 ;
	parameter V_BACK   =  18 ;
	parameter V_ACTIVE =  1080  ;
	parameter V_FRONT  =  3 	;
	parameter HP = H_SYNC + H_BACK + H_ACTIVE + H_FRONT;
	parameter VP = V_SYNC + V_BACK + V_ACTIVE + V_FRONT;
	parameter START =1;
	reg [12:0] cnt_xx;
	reg [12:0] cnt_yy;
	reg[4:0] red_r;
	reg[5:0] green_r;
	reg[4:0] blue_r;
	reg hs_r;
	reg vs_r;
	reg [15:0] dis_data;
	always @(posedge vga_clk ,negedge rst_n)
		if(!rst_n) cnt_xx <= 1'b1;
		else if(cnt_xx == HP) cnt_xx <= 1'b1;
		else cnt_xx <= cnt_xx + 1'b1;
	always @(posedge vga_clk,negedge rst_n)
	begin
		if(!rst_n) hs_r <= 1'b1;
		else if(cnt_xx == 1) hs_r <= 1'b0;
			else if(cnt_xx == H_SYNC) hs_r <= 1'b1;
	end
	always @(posedge vga_clk ,negedge rst_n)
	begin 
		if(!rst_n) cnt_yy <= 1'b1;
		else if(cnt_yy == VP) cnt_yy <= 1'b1;
				else if(cnt_xx == HP) cnt_yy <= cnt_yy + 1'b1;	
	end 
	always @(posedge vga_clk,negedge rst_n)
	begin 
		if(!rst_n) vs_r <= 1'b1;
		else if(cnt_yy == 1) vs_r <= 1'b0;
			else if (cnt_yy == V_SYNC) vs_r <= 1'b1;
	end 
	always @(negedge vga_clk,negedge rst_n)
	begin 
	if(!rst_n)
		dis_data <= 16'hffff;
	else
		case(cnt_xx) 
		300:	dis_data <= 16'hffff;
		600:	dis_data <= 16'hff00;
		900:  dis_data <= 16'h0ff0;
		1200:	dis_data <= 16'h00ff;
		1500:	dis_data <= 16'hf800;
		endcase 
	end 
	assign vga_hs = hs_r;
	assign vga_vs = vs_r;
	assign vga_red = dis_data[15:11];
	assign vga_green = dis_data[10:5];
	assign vga_blue = dis_data[4:0];
endmodule 
### ./run.sh
#!/bin/bash
# OpenROAD 26Q1-2900-gdf79404cd8, Yosys 0.63+post, stock flow scripts
make -C /OpenROAD-flow-scripts/flow DESIGN_CONFIG=/design/flow/config.mk WORK_HOME=/design/flow/orfs finish
==> Slide: Implementation Results <==
Implementation Results

Outcome
  • Outcome: finished, violations left
  • Failing checks: setup timing

Timing
  • Worst max-slew margin expressed relative to the limit: 0.707
  • Final Hold Violating Endpoints: 0
  • Clock Skews: 61.7 ps
  • Final tally of max-slew violations: 0
  • Final worst slack: -731 ps
  • Setup-violating endpoint count in the final report: 21
  • Actual slew at the worst max-slew pin: 435 ps
  • Setup repair after global routing missed its margin: true

Job
  • Maximum capacitance violations: 0
  • Total number of warnings across the stage logs: 37

Worst setup path
  • Category of the critical setup timing path: reg -> reg
  • Worst r2r dst: dis_data[11]
  • Kind of start point of the critical path: flop
  • R2R Setup Slk: -730 ps
  • Critical path capture point type: flop
  • Startpoint of the worst register-to-register path: cnt_xx[1]
  • Data arrival time of the critical path: 2130 ps
  • Worst Path Max Fanout: 3
  • Data required, critical path: 1400 ps
  • Worst-case reg-to-reg path depth: 6

Detailed routing
  • Met2 wire len: 1980 um
  • Remaining number of nets flagged by the antenna check after routing: 0
  • Total inserted antenna cells: 0
  • Metal-1 WL: 1930 um
  • Highest metal layer with signal wires: met4
  • First-pass DRT Iterations: 22
  • Sum of routed wire length over all layers: 4200 um
  • Detailed Route Iter0 Violations: 65
  • Via density per instance: 5.41
  • Post-DR wirelength/cell: 13.8 um
  • Number of remaining DRC errors: 0
  • Amount of wire on met3 after detailed routing: 269 um
  • Total number of vias: 1,651

Synth
  • Most area-hungry cell type in the Yosys netlist: sky130_fd_sc_hd__dfrtp_1
  • Number of warning messages in the yosys log: 1
  • Number of standard cells reported by yosys: 197
  • Synthesis-stage register bit count: 33
  • Top post-synthesis cells by area: sky130_fd_sc_hd__dfrtp_1 (31%), sky130_fd_sc_hd__dfstp_2 (12%), sky130_fd_sc_hd__buf_4 (4.7%)
  • Synth Seq Share: 0.435
  • Top-area cell type share of the netlist area: 0.312
  • Post-synthesis async set-or-reset flop share: 1.00
  • Synthesized cell area: 0.00192 sq mm
  • Count of flip-flops with a built-in enable after synthesis: 0
  • Synth cell types: 43
  • Most used standard cell by instance count after synthesis: sky130_fd_sc_hd__dfrtp_1
  • Post-synth area from yosys stat: 0.00192 sq mm
  • Syn_area_per_cell: 9.77 sq um
  • Dominant synthesized flop cell: sky130_fd_sc_hd__dfrtp_1
  • Post-synth top cells: sky130_fd_sc_hd__dfrtp_1 (24), sky130_fd_sc_hd__nor2_1 (18), sky130_fd_sc_hd__nand2_1 (17)
  • Number of standard cells after synthesis: 197

Hold path
  • Worst Hold Path EP: cnt_yy[12]
  • Worst hold stages: 1
  • Min-delay worst type: reg -> reg
  • Worst min-delay path startpoint: cnt_yy[12]

Placed design
  • Routability cong.: 0.843
  • DP HPWL: 3000 um
  • Post-Place Cell Area: 0.00229 sq mm
  • Place WS: -832 ps
  • Count of input and output buffers: 19

Power and ir drop
  • Leak pwr: 0.00121 uW
  • Post-layout power: 1030 uW
  • Power per standard cell area: 412 mW/mm^2
  • Maximum vdd ir drop: 381 uV

Clocking
  • Reg clk slew, reported paths: 70 ps
  • CTS sink cnt: 33
  • H-Tree Level Count: 2
  • Clock tree root driver cell: sky130_fd_sc_hd__clkbuf_8
  • Insertion delay of the later-clocked pin in the worst-skew pair: 330 ps
  • Total CTS buffers: 5
  • TritonCTS clock tree: yes
  • Maximum clock path buffer count: 2

Global route
  • Global Route Usage Sum: 0.190
  • First-pass GRT wire length: 7480 um
  • Number of global-route vias before repair: 1,676
  • Total grt overflow: 0
  • Initial antenna violation count: 0
  • Largest net degree at the start of global routing: 29

Floorplanning
  • Number of top-level pins: 20
  • Effective utilization at floorplan: 0.430
  • Die width: 71.4 um
  • Area of the die: 0.00509 sq mm
  • Row cnt: 24
  • Area inside the core boundary: 0.00447 sq mm
  • Vert. Die Dim: 71.4 um

Final layout
  • Growth of design area from synthesis to finish: 30.4%
  • Post-layout instance area: 0.00251 sq mm
  • Fraction of final layout cells with drive strength greater than 1: 0.368
## what timing repair did
item,4_1_cts,5_1_grt
hold buffers,0,0
gates resized,63,8
pin swaps,2,2
buffers inserted,13,2
setup endpoints to repair,21,21
## critical path, cell delays in order, from the launching register on
cell and delay (ps):
sky130_fd_sc_hd__dfrtp_1 390, sky130_fd_sc_hd__inv_2 80, sky130_fd_sc_hd__ha_4 120, sky130_fd_sc_hd__or3b_4 370, sky130_fd_sc_hd__or4_4 490, sky130_fd_sc_hd__and2_4 160
sky130_fd_sc_hd__a211o_1 240
## report_power, final
group | switching [uW] | total (uW) | internal [uW]
sequential | 0 | 582 | 582
combinational | 11.7 | 14.2 | 2.60
clock | 217 | 439 | 222
## sequential cells by signal, summed over array words and instances, names as in the netlist
signal,cells
cnt_xx,13
cnt_yy,13
dis_data,5
hs_r,1
vs_r,1
## layer usage
layer / global-route usage / vias to the layer above
li1: - / 797
met1: 0.295 / 796
met2: 0.299 / 55
met3: 0.0357 / 3
met4: 0.0222 / 0
met5: 0 / -
## final cells by class
cell class | instances | area, sq um
timing repair buffer | 65 | 526
fill | 373 | 1960
clock inverter | 6 | 22.5
multi-input combinational | 136 | 961
inverter | 6 | 22.5
sequential | 33 | 837
tap | 52 | 65.1
clock buffer | 7 | 76.3
## how the worst max path moves through the flow
stage,start,slack [ps],to,cells past startpoint
4_1_cts,cnt_xx[1],-770,dis_data[11],6
6_report,cnt_xx[1],-730,dis_data[11],6
5_1_grt,cnt_xx[1],-780,dis_data[11],6
## stage by stage
stage / utilization / TNS (ps) / hold WS, ps / std cells
2_1_floorplan: - / -3580 / 164 / 197
3_3_place_gp: 0.511 / -8490 / 460 / 278
3_5_place_dp: 0.511 / -8790 / 454 / 278
4_1_cts: 0.550 / -8870 / 468 / 303
5_1_grt: 0.561 / -9420 / 478 / 305
6_report: 0.561 / -8660 / 461 / 305
## cells by family (layout without fill, tap and decap cells)
kind of cell | Yosys count | after routing | synth area share
and+or+nand+nor | 94 | 94 | 0.289
DFF | 33 | 33 | 0.435
buffers and inverters | 28 | 84 | 0.0826
xor gates and xnor gates | 17 | 17 | 0.0774
AOI/OAI and AO/OA | 16 | 16 | 0.0611
adders and majority gates | 6 | 6 | 0.0390
muxes | 3 | 3 | 0.0163
## layout by cell type, fill, tap and decap left out, types with 10 or more instances in the layout
| cell type | synthesis | layout |
|---|---|---|
| sky130_fd_sc_hd__xnor2_1 | 10 | 10 |
| sky130_fd_sc_hd__nand2_1 | 17 | 17 |
| sky130_fd_sc_hd__dfrtp_1 | 24 | 24 |
| sky130_fd_sc_hd__nor2_1 | 18 | 18 |
| sky130_fd_sc_hd__nand3_1 | 14 | 14 |
| sky130_fd_sc_hd__buf_4 | 12 | 39 |
| sky130_fd_sc_hd__buf_6 | 1 | 14 |
Power is estimated from default activity; no workload was simulated.
